[run.sh]
#!/bin/bash
# OpenROAD 26Q1-2900-gdf79404cd8, Yosys 0.63+post, stock flow scripts
make -C /OpenROAD-flow-scripts/flow DESIGN_CONFIG=/design/flow/config.mk WORK_HOME=/design/flow/orfs finish
[config.mk]
export PLATFORM = sky130hd
export DESIGN_NAME = UART_Rx_block
export DESIGN_NICKNAME = UART_Rx_block
export VERILOG_FILES = /design/flow/design.v
export SDC_FILE = /design/flow/constraint.sdc
export NUM_CORES = 4
export LEC_CHECK = 1
export CORE_UTILIZATION = 50
[constraint.sdc]
current_design UART_Rx_block

set clk_period 3.1
set clk_io_pct 0.2

create_clock -name clk0 -period $clk_period [get_ports {i_clk}]

set non_clock_inputs [all_inputs -no_clocks]
set_input_delay [expr $clk_period * $clk_io_pct] -clock clk0 $non_clock_inputs
set_output_delay [expr $clk_period * $clk_io_pct] -clock clk0 [all_outputs]
[design.v]
module UART_Rx #(
    parameter SIZE_DATA     = 8 ,
    parameter OVER_SAMPLING = 16,
    parameter MID_SAMPLING  = 8 
)(
    input logic                             i_clk       ,
    input logic                             i_rst_n     ,
    input logic                             i_stick     ,
    input logic                             i_rx_en     ,
    input logic                             i_rx_data   ,
    output logic [SIZE_DATA-1:0]            o_rx_data   ,
    output logic                            o_rx_done    
);
localparam SIZE_STATUS  = 3;
localparam IDLE         = 3'b000;
localparam START        = 3'b001;
localparam TRANSMIT     = 3'b010;
localparam STOP_I       = 3'b100;
localparam STOP_II      = 3'b101;
localparam DONE         = 3'b110;
localparam SIZE_COUNT   = $clog2(OVER_SAMPLING);
localparam SIZE_INDEX   = $clog2(SIZE_DATA);
logic [SIZE_STATUS-1:0]     state, n_state;
logic [SIZE_COUNT:0]        count, n_count;
logic [SIZE_INDEX:0]        index, n_index;
logic w_update_sampling, w_update_mid_sampling, w_update_data, w_detect_start;
UART_SS_detect_edge #(
    .POS_EDGE (0)    
) UART_DETECT_NEG (
    .i_clk          (i_clk),
    .i_rst_n        (i_rst_n),
    .i_signal       (i_rx_data),
    .o_signal       (w_detect_start)
);
assign w_update_mid_sampling    = (count == MID_SAMPLING-1);
assign w_update_sampling        = (count == OVER_SAMPLING-1);
assign w_update_data            = (index == SIZE_DATA-1);
always_comb begin : proc_next_state
    case (state)
        IDLE: begin
            n_state = (w_detect_start) ? START : IDLE;
            n_count = '0;
            n_index = '0;
        end
        START: begin
            n_state = (w_update_mid_sampling) ? ((i_rx_data) ? IDLE : TRANSMIT) : (START);
            n_count = (w_update_mid_sampling) ? '0 : (i_stick ? (count + 1'b1) : (count));
            n_index = '0;
        end
        TRANSMIT: begin
            n_state = (w_update_sampling & w_update_data) ? STOP_I : TRANSMIT;
            n_count = (w_update_sampling) ? ( '0 ) : ( i_stick ? (count + 1'b1) : (count) );
            n_index = (w_update_data) ? ( index ) : (w_update_sampling ? (index + 1'b1) : (index));
        end
        STOP_I: begin
            n_state = (w_update_sampling) ? STOP_II : STOP_I;
            n_count = (w_update_sampling) ? index : (i_stick ? (count + 1'b1) : (count));
            n_index = '0;
        end
        STOP_II: begin
            n_state = (w_update_sampling) ? DONE : STOP_II;
            n_count = (w_update_sampling) ? index : (i_stick ? (count + 1'b1) : (count));
            n_index = '0;
        end
        DONE: begin
            n_state = IDLE;
            n_count = '0;
            n_index = index;
        end
        default: begin
            n_state = IDLE;
            n_count = '0;
            n_index = '0; 
        end 
    endcase
end
always_ff @( posedge i_clk or negedge i_rst_n ) begin : proc_state
    if(~i_rst_n) begin
        state   <= '0;
        count   <= '0;
        index   <= '0; 
    end else begin
        state   <= n_state;
        count   <= n_count;
        index   <= n_index; 
    end
end
logic [SIZE_DATA-1:0] w_o_rx_data;
always_ff @( posedge i_clk or negedge i_rst_n ) begin : proc_w_out_data
    if(~i_rst_n) begin
        w_o_rx_data   <= '0;
    end else begin
        if(state == TRANSMIT)
            w_o_rx_data[index[SIZE_INDEX-1:0]] <= i_rx_data;
    end
end
always_ff @( posedge i_clk or negedge i_rst_n ) begin : proc_out_data
    if(~i_rst_n) begin
        o_rx_data   <= '0;
    end else begin
        if(o_rx_done)
            o_rx_data <= w_o_rx_data;
    end
end
always_ff @( posedge i_clk or negedge i_rst_n ) begin : proc_done_rx
    if(~i_rst_n) begin
        o_rx_done   <= 1'b0;
    end else begin
        if(state == DONE)
            o_rx_done   <= 1'b1;
        else 
            o_rx_done   <= 1'b0; 
    end
end
endmodule
module UART_Rx_block #(
    parameter SIZE_DATA     = 32
)(
    input wire                      i_clk       ,
    input wire                      i_rst_n     ,
    input wire                      i_rx_en     ,
    input wire                      i_rx_data   ,
    output logic                    o_rx_done   ,
    output reg [SIZE_DATA-1:0]      o_data_a    ,
    output reg [SIZE_DATA-1:0]      o_data_b    ,
    output reg                      o_done             
);
logic [7:0] w_rx_data;
wire w_stick;
UART_baud_generator #(
    .SIZE_BAUD      (24)  
) BAUD_GEN_UNIT (
    .i_clk          (i_clk),  
    .i_rst_n        (i_rst_n),  
    .i_baud_rate    (24'd1),
    .o_stick        (w_stick)   
);
logic w_en_a;
logic w_en_b;
UART_mem #(
    .SIZE_DATA_I       (8),
    .SIZE_DATA_O       (32),
    .SIZE_DEPTH        (8)  
) UART_RX_MEM (
    .i_clk          (i_clk),
    .i_rst_n        (i_rst_n),
    .i_stick        (w_stick),
    .i_wr_en        (o_rx_done),
    .i_fifo_data    (w_rx_data),
    .o_done_a       (w_en_a),
    .o_data_a       (o_data_a),
    .o_done_b       (w_en_b),
    .o_data_b       (o_data_b) 
);
UART_detect_done UART_DETECT_DONE (
    .i_clk          (i_clk),
    .i_rst_n        (i_rst_n),
    .i_en_a         (w_en_a),
    .i_en_b         (w_en_b),
    .o_done         (o_done) 
);
UART_Rx #(
    .SIZE_DATA      (8) ,
    .OVER_SAMPLING  (16),
    .MID_SAMPLING   (8) 
) UART_RX (
    .i_clk          (i_clk),
    .i_rst_n        (i_rst_n),
    .i_stick        (w_stick),
    .i_rx_en        (i_rx_en),
    .i_rx_data      (i_rx_data),
    .o_rx_data      (w_rx_data),
    .o_rx_done      (o_rx_done) 
);
endmodule
module UART_SS_detect_edge #(
    parameter POS_EDGE = 1    
)(
    input  logic i_clk,
    input  logic i_rst_n,
    input  logic i_signal,
    output logic o_signal
);
logic w_p_signal, w_n_signal;
always_ff @(posedge i_clk or negedge i_rst_n) begin
    if (~i_rst_n)
        w_p_signal <= 1'b0;
    else
        w_p_signal <= i_signal;
end
always_ff @(posedge i_clk or negedge i_rst_n) begin
    if (~i_rst_n)
        w_n_signal <= 1'b0;
    else
        w_n_signal <= w_p_signal;
end
generate
    if (POS_EDGE) begin
        assign o_signal = (~w_n_signal) & (w_p_signal);
    end else begin
        assign o_signal = (w_n_signal) & (~w_p_signal);
    end
endgenerate
endmodule
module UART_SS_detect_start(
    input logic                         i_clk       ,
    input logic                         i_rst_n     ,
    input logic                         i_start     ,
    input logic                         i_done      ,
    output logic                        o_w_start   
);
logic w_start;
UART_SS_detect_edge #(
    .POS_EDGE   (1)
) SS_detect_edge_unit (
    .i_clk       (i_clk),
    .i_rst_n     (i_rst_n),
    .i_signal    (i_start),
    .o_signal    (w_start)
);
logic w_done;
UART_SS_detect_edge #(
    .POS_EDGE   (0)
) SS_detect_edge_unit_2 (
    .i_clk       (i_clk),
    .i_rst_n     (i_rst_n),
    .i_signal    (i_done),
    .o_signal    (w_done)
);
logic w_start_save;
always_ff @(posedge i_clk or negedge i_rst_n) begin
    if(~i_rst_n)
        w_start_save <= '0;
    else
        w_start_save <= o_w_start;
end 
assign w_next_start = (w_start) ? 1'b1 : w_start_save;
assign o_w_start = (w_done) ? 1'b0 : w_next_start;
endmodule
module UART_baud_generator #(
    parameter SIZE_BAUD      = 24  
)(
    input wire                  i_clk       ,  
    input wire                  i_rst_n     ,  
    input wire [SIZE_BAUD-1:0]  i_baud_rate,
    output reg                  o_stick      
);
reg [SIZE_BAUD-1 : 0] bdr_count, n_bdr_count;  
logic w_stick;
assign w_stick = (bdr_count == i_baud_rate);  
always_ff @( posedge i_clk or negedge i_rst_n ) begin : proc_stick
    if(~i_rst_n)
        o_stick <= 1'b0;
    else 
        o_stick <= w_stick; 
end
assign n_bdr_count = (o_stick) ? '0 : (bdr_count + 1'b1);  
always_ff @( posedge i_clk or negedge i_rst_n ) begin : proc_divider_baud
    if(~i_rst_n)
        bdr_count <= '0;
    else
        bdr_count <= n_bdr_count;
end
endmodule 
module UART_detect_done(
    input logic         i_clk   ,
    input logic         i_rst_n ,
    input logic         i_en_a  ,
    input logic         i_en_b  ,
    output logic        o_done   
);
logic w_en_a;
UART_SS_detect_start SS_DETECT_START_A (
    .i_clk              (i_clk),
    .i_rst_n            (i_rst_n),
    .i_start            (i_en_a),
    .i_done             (o_done),
    .o_w_start          (w_en_a) 
);
always_ff @( posedge i_clk or negedge i_rst_n ) begin : output_done
    if(~i_rst_n)
        o_done      <= '0;
    else 
        o_done      <= w_en_a & i_en_b;
end
endmodule
module UART_mem #(
    parameter SIZE_DATA_I       = 8 ,
    parameter SIZE_DATA_O       = 32,
    parameter SIZE_DEPTH        = 8  
)(
    input logic                     i_clk       ,
    input logic                     i_rst_n     ,
    input logic                     i_stick     ,
    input logic                     i_wr_en     ,
    input logic [SIZE_DATA_I-1:0]   i_fifo_data ,
    output logic                    o_done_a    ,
    output logic [SIZE_DATA_O-1:0]  o_data_a    ,
    output logic                    o_done_b    ,
    output logic [SIZE_DATA_O-1:0]  o_data_b     
);
localparam SIZE_ADDR = $clog2(SIZE_DEPTH);
logic [SIZE_ADDR-1:0] ptr_wr;
logic [SIZE_ADDR-1:0] ptr_wr_n;
logic w_update_a_n, w_update_b_n;
assign ptr_wr_n = ptr_wr + 1'b1;
always_ff @( posedge i_clk or negedge i_rst_n ) begin : pointer_for_write
    if(~i_rst_n) begin
        ptr_wr  <= '0; 
    end else begin
        if(i_wr_en)
            ptr_wr      <= ptr_wr_n; 
    end
end
assign w_update_a_n = (ptr_wr == 3'b011);
assign w_update_b_n = (ptr_wr == 3'b111);
always_ff @( posedge i_clk or negedge i_rst_n ) begin : proc_update_data_a_and_b
    if(~i_rst_n) begin
        o_done_a          <= '0;
        o_done_b          <= '0;
    end else begin
        if(i_stick)
            o_done_a          <= w_update_a_n;
        if(i_stick)
            o_done_b          <= w_update_b_n;
    end
end
logic [SIZE_DATA_I-1:0] mem_reg [SIZE_DEPTH-1:0];
always_ff @( posedge i_clk or negedge i_rst_n ) begin : proc_memory
    if(~i_rst_n) begin
        mem_reg[0]  <= '0;
        mem_reg[1]  <= '0;
        mem_reg[2]  <= '0;
        mem_reg[3]  <= '0;
        mem_reg[4]  <= '0;
        mem_reg[5]  <= '0;
        mem_reg[6]  <= '0;
        mem_reg[7]  <= '0; 
    end else begin
        mem_reg[ptr_wr]     <= i_fifo_data; 
    end
end
always_ff @( posedge i_clk or negedge i_rst_n ) begin : proc_fifo_read_data_a
    if(~i_rst_n) begin
        o_data_a        <= '0;
        o_data_b        <= '0;
    end else begin
        if(o_done_a)
            o_data_a    <= {mem_reg[3], mem_reg[2], mem_reg[1], mem_reg[0]};
        if(o_done_b)
            o_data_b    <= {mem_reg[7], mem_reg[6], mem_reg[5], mem_reg[4]};
    end
end
endmodule
==> report_table.html <==
<p>Metrics extracted from the flow reports.</p>
<table>
<tr><th>Metric</th><th>Value</th></tr>
<tr><th colspan="2">Clocking</th></tr>
<tr><td>Clk ins delay skew pair</td><td>420 ps</td></tr>
<tr><td>Post-CTS setup buffer count</td><td>0</td></tr>
<tr><td>Worst-path clk slew</td><td>70 ps</td></tr>
<tr><td>Total clock buffers created by CTS</td><td>17</td></tr>
<tr><td>Number of buffers inserted by hold repair at cts</td><td>0</td></tr>
<tr><td>Buffer type at the clock tree root</td><td>clkbuf_16</td></tr>
<tr><td>Clock sinks</td><td>198</td></tr>
<tr><td>TritonCTS clock tree</td><td>done</td></tr>
<tr><td>Post-CTS Resized</td><td>0</td></tr>
<tr><td>Clk buf depth</td><td>2</td></tr>
<tr><td>Level count of the clock H-tree</td><td>4</td></tr>
<tr><th colspan="2">STA</th></tr>
<tr><td>Fraction of the cycle the final worst path needs</td><td>about three quarters</td></tr>
<tr><td>Worst rel slew slack</td><td>45.2%</td></tr>
<tr><td>Unrepaired setup endpoints after global routing</td><td>no</td></tr>
<tr><td>Min Clock Period, post-route</td><td>2290 ps</td></tr>
<tr><td>Count of final setup violators</td><td>0</td></tr>
<tr><td>Endpoints failing hold</td><td>0</td></tr>
<tr><td>TNS Setup</td><td>0 ps</td></tr>
<tr><td>Max-slew violation count</td><td>0</td></tr>
<tr><td>Highest clock frequency the design can meet</td><td>between 400 and 500 MHz</td></tr>
<tr><td>Skew final</td><td>7.28 ps</td></tr>
<tr><td>Transition at the pin with the smallest max-transition slack</td><td>823 ps</td></tr>
<tr><th colspan="2">Drt</th></tr>
<tr><td>Antenna cell count</td><td>0</td></tr>
<tr><td>Number of violations reported at the end of detailed-routing iteration 0</td><td>around 240</td></tr>
<tr><td>DRC violations left</td><td>0</td></tr>
<tr><td>Routed wire length</td><td>around 14000 um</td></tr>
<tr><td>Routed length per instance</td><td>16.2 um</td></tr>
<tr><td>Number of search-and-repair iterations in the first detailed-routing pass</td><td>4</td></tr>
<tr><td>Vias</td><td>around 4600</td></tr>
<tr><td>Detail Route Antenna Nets</td><td>0</td></tr>
<tr><td>Drt via density</td><td>5.33</td></tr>
<tr><th colspan="2">Floorplanning</th></tr>
<tr><td>Die boundary height</td><td>128 um</td></tr>
<tr><td>DIE WIDTH</td><td>128 um</td></tr>
<tr><td>Chip Area</td><td>~16000 um2</td></tr>
<tr><td>Core footprint</td><td>15400 um2</td></tr>
<tr><td>Ports</td><td>around 70</td></tr>
<tr><td>Number of cell rows</td><td>45</td></tr>
<tr><td>Fp util</td><td>52.0%</td></tr>
<tr><th colspan="2">Power and ir drop</th></tr>
<tr><td>Leakage power</td><td>4.48 nW</td></tr>
<tr><td>Maximum resistive drop on vdd</td><td>roughly 380 uV</td></tr>
<tr><td>Clock Power Share</td><td>44.9%</td></tr>
<tr><td>Share of total power in combinational logic</td><td>between 1 and 1.5%</td></tr>
<tr><td>Switching power</td><td>0.980 mW</td></tr>
<tr><td>Power Dens Cells</td><td>507 nW/um2</td></tr>
<tr><td>Internal Power</td><td>3.83 mW</td></tr>
<tr><td>Register share of total power</td><td>53.9%</td></tr>
<tr><td>Switching power share of the total</td><td>20.4%</td></tr>
<tr><th colspan="2">Status</th></tr>
<tr><td>Run status</td><td>finished clean</td></tr>
<tr><th colspan="2">Job</th></tr>
<tr><td>OpenROAD warning count</td><td>34</td></tr>
<tr><td>Count of maximum capacitance violations</td><td>0</td></tr>
<tr><th colspan="2">GRT</th></tr>
<tr><td>Layer with the highest usage</td><td>met1</td></tr>
<tr><td>Aggregate global routing overflow</td><td>0</td></tr>
<tr><td>Met3 usage</td><td>3.05%</td></tr>
<tr><td>Wire length of the first global-routing pass</td><td>23500 um</td></tr>
<tr><td>Vias in the first global route</td><td>roughly 4700</td></tr>
<tr><td>Maximum number of pins on one net before global-route repair</td><td>90</td></tr>
<tr><td>Met2 Usage GRT</td><td>29.7%</td></tr>
<tr><td>Global Route met1 Usage</td><td>between 30 and 40%</td></tr>
<tr><td>Overall fraction of global-route tracks in use</td><td>roughly 19%</td></tr>
<tr><td>Initial antenna violation count</td><td>0</td></tr>
<tr><th colspan="2">Critical path</th></tr>
<tr><td>Origin of the worst setup path</td><td>UART_RX.o_rx_done$_DFF_PN0_</td></tr>
<tr><td>Cell breakdown of the critical path</td><td>clkdlybuf4s50_1</td></tr>
<tr><td>Kind of critical path</td><td>flop to output port</td></tr>
<tr><td>Category of cells accounting for the largest share of critical-path delay</td><td>flip-flops</td></tr>
<tr><td>Arrival time of the worst setup path</td><td>1670 ps</td></tr>
<tr><td>Crit path required time</td><td>2480 ps</td></tr>
<tr><td>Number of buffers and inverters on the critical path</td><td>1</td></tr>
<tr><td>End point of the critical path</td><td>o_rx_done</td></tr>
<tr><td>Depth of the worst register-to-register path</td><td>5</td></tr>
<tr><td>Element type at the critical path start</td><td>flop</td></tr>
<tr><td>Internal reg-to-reg setup slack</td><td>between 900 and 1000 ps</td></tr>
<tr><td>Startpoint of the lowest-slack register-to-register path</td><td>BAUD_GEN_UNIT.bdr_count[0]$_DFF_PN0_</td></tr>
<tr><td>Stage delay of the slowest cell on the critical path</td><td>680 ps</td></tr>
<tr><td>Reg-to-reg endpoint</td><td>BAUD_GEN_UNIT.bdr_count[22]$_DFF_PN0_</td></tr>
<tr><td>Endpoint class of the critical path</td><td>output port</td></tr>
<tr><td>Worst Path Max Fanout</td><td>13</td></tr>
<tr><td>Critical Path Slowest Stage Cell</td><td>dfrtp_1</td></tr>
<tr><td>Count of cell instances traversed by the critical path</td><td>1</td></tr>
<tr><th colspan="2">Place</th></tr>
<tr><td>Weighted congestion at the end of routability-driven global placement</td><td>0.832</td></tr>
<tr><td>HPWL reported at the end of detailed placement</td><td>8930 um</td></tr>
<tr><td>Count of port buffers added during placement</td><td>68</td></tr>
<tr><td>Total placed cells including tap cells</td><td>835</td></tr>
<tr><th colspan="2">Logic synthesis</th></tr>
<tr><td>Number of instances in the synthesized netlist</td><td>about 580</td></tr>
<tr><td>Area share, top type</td><td>just over 60%</td></tr>
<tr><td>Number of flops mapped to enable cells by yosys</td><td>0</td></tr>
<tr><td>Number of cells in Yosys stat</td><td>575</td></tr>
<tr><td>Cell type with the largest total area</td><td>dfrtp_1</td></tr>
<tr><td>Chip Area, Yosys</td><td>7990 um2</td></tr>
<tr><td>Cell Type Count</td><td>44</td></tr>
<tr><td>Post-synth top flop</td><td>dfrtp_1</td></tr>
<tr><td>FFs w/ async S/R, synth</td><td>100%</td></tr>
<tr><td>Synthesized registers</td><td>~200</td></tr>
<tr><td>Register area share after synthesis</td><td>~62%</td></tr>
<tr><td>Leading cell types by count after synthesis</td><td>197 x dfrtp_1, 146 x mux2_2, 30 x nand2_1, 21 x nor2_1, 20 x clkbuf_1</td></tr>
<tr><td>Top post-synthesis cells by area</td><td>dfrtp_1 62%, mux2_2 21%, ha_1 2.0%</td></tr>
<tr><td>Post-Syn Area</td><td>7990 um2</td></tr>
<tr><td>Yosys Warn Count</td><td>10</td></tr>
<tr><td>Average instance area after synthesis</td><td>roughly 14 um2</td></tr>
<tr><td>Synth top cell by count</td><td>dfrtp_1</td></tr>
<tr><th colspan="2">Layout</th></tr>
<tr><td>Area delta synth-&gt;final</td><td>18.7%</td></tr>
<tr><td>Non-filler cells, final</td><td>866</td></tr>
<tr><td>Fraction of layout instances using a drive strength above 1</td><td>28.5%</td></tr>
<tr><td>Number of flip-flops in the largest register</td><td>64</td></tr>
<tr><th colspan="2">Hold path</th></tr>
<tr><td>Hold Crit Class</td><td>primary input to asynchronous set/reset pin</td></tr>
</table>
-- cell families after synthesis --
group	share of synthesized area, %
AND-OR/OR-AND	3.38
XOR/XNOR	1.86
adder cells (fa/ha/maj)	2.04
buffers and inverters	1.99
flip-flops	62.0
multiplexers	20.8
AND/OR/NAND/NOR	7.85
-- final cells by class --
type / count / area, um2
timing repair buffer: 73 / 747
clock inverter: 11 / 125
inverter: 16 / 60.1
tap: 211 / 264
sequential: 198 / 4960
fill: 1194 / 5890
clock buffer: 20 / 457
multi-input combinational: 337 / 2870
-- worst min path at each step --
stage	endpoint	cells after the start	startpoint
final	UART_RX_MEM.o_data_b[12]$_DFFE_PN0P_	1	i_rst_n
after global routing	UART_RX_MEM.o_data_b[12]$_DFFE_PN0P_	1	i_rst_n
after CTS	UART_RX_MEM.o_data_b[12]$_DFFE_PN0P_	1	i_rst_n
-- worst reg2reg max path: cells and delay by family (launching register included) --
kind                     cells  cell delay [ps]
flip-flops                   1              420
adder cells (fa/ha/maj)      1              240
AND-OR/OR-AND                1              160
AND/OR/NAND/NOR              3             1230
-- through the flow --
step	worst slack, ps	hold WS, ps	power (mW)	area (um2)	utilization (%)
after floorplan	1210	324	2.64	7990	-
after global placement	1040	357	2.70	8900	57.9
after detailed placement	1020	358	2.71	8900	57.9
after CTS	773	279	4.87	9480	61.7
after global routing	711	309	4.95	9480	61.7
final	813	251	4.81	9480	61.7
-- power by group through the flow --
stage | logic [mW] | clock network, mW | registers (mW)
global route | 0.0749 | 2.29 | 2.59
finish | 0.0620 | 2.16 | 2.59
CTS | 0.0668 | 2.21 | 2.59
-- metal layers --
layer  wire length [um]  vias up
met4                101        0
met3                529        5
li1                   -     2177
met1               6610     2352
met5                  0        -
met2               6770       78
-- cells in the final DEF (no fill, tap or decap), types with 3 or more instances in the layout --
cell type | netlist | routed
dfrtp_1 | 197 | 197
mux2_2 | 146 | 146
clkdlybuf4s50_1 | 0 | 67
nand2_1 | 30 | 30
nor2_1 | 21 | 21
clkbuf_16 | 0 | 17
inv_1 | 16 | 16
a21oi_1 | 13 | 13
ha_1 | 13 | 13
o21ai_0 | 12 | 12
xnor2_1 | 9 | 9
nand3_1 | 9 | 9
nor4_1 | 9 | 9
nand4_1 | 8 | 8
xor2_1 | 8 | 8
or3_1 | 8 | 8
and2_1 | 5 | 5
nor3_1 | 4 | 4
o31ai_1 | 4 | 4
nor2b_1 | 4 | 4
o2bb2ai_1 | 4 | 4
and4_1 | 3 | 3
or4_1 | 3 | 3
clkinv_4 | 0 | 3
clkbuf_8 | 0 | 3
clkinv_2 | 0 | 3
buf_4 | 0 | 3
Power figures rest on the tool's default switching activity, not on a simulated workload.
